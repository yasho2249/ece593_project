<file path="flow/run.sh">
#!/bin/bash
# OpenROAD 26Q1-2900-gdf79404cd8, Yosys 0.63+post, stock flow scripts
make -C /OpenROAD-flow-scripts/flow DESIGN_CONFIG=/design/flow/config.mk WORK_HOME=/design/flow/orfs finish
</file>
<file path="flow/config.mk">
export PLATFORM = sky130hd
export DESIGN_NAME = blockram
export DESIGN_NICKNAME = blockram
export VERILOG_FILES = /design/flow/design.v
export SDC_FILE = /design/flow/constraint.sdc
export NUM_CORES = 4
export LEC_CHECK = 1
export CORE_UTILIZATION = 30
export SYNTH_MEMORY_MAX_BITS = 65536
</file>
<file path="flow/constraint.sdc">
current_design blockram

set clk_period 50.9
set clk_io_pct 0.2

create_clock -name clk0 -period $clk_period [get_ports {clk}]

set non_clock_inputs [all_inputs -no_clocks]
set_input_delay [expr $clk_period * $clk_io_pct] -clock clk0 $non_clock_inputs
set_output_delay [expr $clk_period * $clk_io_pct] -clock clk0 [all_outputs]
</file>
<file path="flow/design.v">
package kcpsmx3_inc;
localparam OPERAND_WIDTH    = 8;                     
localparam CODE_WIDTH       = 18;
localparam CODE_DEPTH       = 10;                    
localparam CODE_SIZE        = (1 << CODE_DEPTH);     
localparam PORT_WIDTH       = OPERAND_WIDTH;         
localparam PORT_DEPTH       = OPERAND_WIDTH;         
localparam PORT_SIZE        = (1 << PORT_DEPTH);     
localparam STACK_WIDTH      = CODE_DEPTH;            
localparam STACK_DEPTH      = 5;                     
localparam STACK_SIZE       = (1 << STACK_DEPTH);    
localparam REGISTER_WIDTH   = OPERAND_WIDTH;         
localparam REGISTER_DEPTH   = 4;                     
localparam REGISTER_SIZE    = (1 << REGISTER_DEPTH); 
localparam SCRATCH_WIDTH    = OPERAND_WIDTH;         
localparam SCRATCH_DEPTH    = 6;                     
localparam SCRATCH_SIZE     = (1 << SCRATCH_DEPTH);  
localparam OPERATION_WIDTH  = 5;
localparam RESET_VECTOR     = 0;                     
localparam INTERRUPT_VECTOR = (CODE_SIZE - 1);        
typedef enum logic [1:0] {
    Z           = 2'b00,  
    NZ          = 2'b01,  
    C           = 2'b10,  
    NC          = 2'b11   
} cond_flag_t;
typedef enum logic [1:0] {
    SA          = 2'b00,  
    RL_SRX      = 2'b01,  
    RR_SLX      = 2'b10,  
    SC          = 2'b11  
} shift_op_t;
typedef enum logic [4:0] {
    LOAD        = 5'h00,
    INPUT       = 5'h02,
    FETCH       = 5'h03,
    AND         = 5'h05,
    OR          = 5'h06,
    XOR         = 5'h07,
    TEST        = 5'h09,
    COMPARE     = 5'h0a,
    ADD         = 5'h0c,
    ADDCY       = 5'h0d,
    SUB         = 5'h0e,
    SUBCY       = 5'h0f,
    RS          = 5'h10,
    RETURN      = 5'h15,
    OUTPUT      = 5'h16,
    STORE       = 5'h17,
    CALL        = 5'h18,
    JUMP        = 5'h1a,
    RETURNI     = 5'h1c,
    INTERRUPT   = 5'h1e
} opcode_t;
typedef struct packed {
    logic [11:8] x_addr;                 
    logic [7:4] y_addr;                  
    logic [3:0] padding;                 
} reg_reg_instr_t;
typedef struct packed {
    logic [11:8] x_addr;                 
    logic [7:0] constant;                
} reg_const_instr_t;
typedef struct packed {
    logic [11:8] x_addr;                 
    logic [7:6] padding;                 
    logic [5:0] scratch_addr;            
} scratch_instr_t;
typedef struct packed {
    logic [11:8] x_addr;                 
    logic [7:0] port_addr;               
} port_instr_t;
typedef struct packed {
    logic [11:8] x_addr;                 
    logic [7:4] padding;                 
    logic [3:3] dir;                     
    shift_op_t  op;                      
    logic [0:0] constant;                
} shift_instr_t;
typedef struct packed {
    cond_flag_t flags;                   
    logic [9:0] code_addr;               
} jump_instr_t;
typedef struct packed {
    logic [11:1] padding;
    logic [0:0] en;
} int_instr_t;
typedef struct packed {
    opcode_t    operation;           
    logic       op_cond_sel;         
    union packed {                   
        reg_reg_instr_t reg_reg;
        reg_const_instr_t reg_const;
        scratch_instr_t scratch;
        port_instr_t port;
        shift_instr_t shift;
        jump_instr_t jump;
        int_instr_t interrupt;
    } instr_type;
} instr_t;
endpackage
package rojoblaze_defs;
typedef enum logic [5:0]
{
LOAD_CONST = 6'b000000, LOAD_REG = 6'b000001,
AND_CONST = 6'b001010, AND_REG = 6'b001011,
OR_CONST = 6'b001100, OR_REG = 6'b001101,
XOR_CONST = 6'b001110, XOR_REG = 6'b001111,
TEST_CONST = 6'b010010, TEST_REG = 6'b010011,
ADD_CONST = 6'b011000, ADD_REG = 6'b011001,
ADDCY_CONST = 6'b011010, ADDCY_REG = 6'b011011,
SUB_CONST = 6'b011100, SUB_REG = 6'b011101,
SUBCY_CONST = 6'b011110, SUBCY_REG = 6'b011111,
COMPARE_CONST = 6'b010100, COMPARE_REG = 6'b010101,
SHIFT_OP = 6'b100000,
OUTPUT_CONST = 6'b101100, OUTPUT_REG = 6'b101101,
INPUT_CONST = 6'b000100, INPUT_REG = 6'b000101,
STORE_CONST = 6'b101110, STORE_REG = 6'b101111,
FETCH_CONST = 6'b000110, FETCH_REG = 6'b000111,
JUMP_UNCOND = 6'b110100, JUMP_COND = 6'b110101,
CALL_UNCOND = 6'b110000, CALL_COND = 6'b110001,
RETURN_UNCOND = 6'b101010, RETURN_COND = 6'b101011,
RETURN_I_SET = 6'b111000, INTERRUPT_SET = 6'b111100
} opcode_instr_t;
typedef enum logic [3:0]
{
SL0 = 4'b0110, SL1 = 4'b0111, SLX = 4'b0100, SLA = 4'b0000, RL = 4'b0010,
SR0 = 4'b1110, SR1 = 4'b1111, SRX = 4'b1010, SRA = 4'b1000, RR = 4'b1100
} opcode_shift_t;
typedef enum logic [1:0]
{
JUMP_Z = 2'b00, JUMP_NZ = 2'b01, JUMP_C = 2'b10, JUMP_NC = 2'b11
} opcode_jumpcond_t;
typedef enum logic [1:0]
{
CALL_Z = 2'b00, CALL_NZ = 2'b01, CALL_C = 2'b10, CALL_NC = 2'b11
} opcode_callcond_t;
typedef enum logic [1:0]
{
RETURN_Z = 2'b00, RETURN_NZ = 2'b01, RETURN_C = 2'b10, RETURN_NC = 2'b11
} opcode_returncond_t;
typedef enum logic
{
RETURNI_DISABLE = 1'b0, RETURNI_ENABLE = 1'b1
} opcode_return_en_t;
typedef enum logic
{
INT_DISABLE = 1'b0, INT_ENABLE = 1'b1
} opcode_interrupt_en_t;
endpackage
import kcpsmx3_inc::*;
module blockram(
    clk, rst,
    en, we, ad, din, dout
);
parameter WIDTH = 8, DEPTH = 10;
input clk, rst, en, we;
input [DEPTH-1:0] ad;
input [WIDTH-1:0] din;
output logic [WIDTH-1:0] dout;
logic [WIDTH-1:0] ram[0:(1<<DEPTH)-1];
always_ff @(posedge clk)
    if (rst) dout <= 'hx;
    else if (en)
        if (we) ram[ad] <= din;
        else dout <= ram[ad];
endmodule
</file>
==> run summary <==
run results: status=complete, no violations, Chip Area, Yosys=~320000 um2, largest net degree at the start of global routing=~150, fin. max-slew vios=0, Logic pwr share=4.4%, Core Util at FP=30.1%, sum of negative setup slack=0 ns, Root Driver=clkbuf_16, Clock Skew=0.0711 ns, Clock Power Share=41.2%, wire per inst=28.2 um, static leakage=between 100 and 150 nW, Slew headroom=8.88%, core area=roughly 1100000 um2, slew at the pin with the worst max-slew slack=1.36 ns, Detailed Routing Iterations Pass 1=5, cell type with the largest total area=edfxtp_1, distinct lib cells=slightly below 80, HP Start=ram[836][5]$_DFFE_PP_, clock latency on the worst-skew pair=between 1 and 1.5 ns, post-synth top area share=77.8%, final core occ=34.3%, layout cells sized above 1=between 10 and 15%, Power Internal=10.7 mW, # rows=377, RSZ-0062 raised after global routing=false, number of enable flip-flop cells=slightly above 8000, Final Critical Period=16.93 ns, NetSw=slightly below 3 mW, power density cells=37.8 nW/um2, Worst Setup SP=ad[1], part of the cycle the worst path needs=33.3%, number of global-route vias before repair=172165, CTS Hold Bufs=0, FF-to-FF Start=ram[618][7]$_DFFE_PP_, Sw Share=21.6%, worst setup path class=primary input to flop, PnR worst setup slack=33.97 ns, Syn. warnings=1, endpoints failing hold=0, cells in synth_stat.txt=approximately 17000, OpenROAD warning count=56, TritonCTS clock tree=yes, Post-CTS Setup Bufs=0, worst path required time=51.77 ns, CP arrival=~18 ns, Synth Area per Inst=about 19 um2, synthesized area=317000 um2, Flop pwr share=54.4%, Via density=5.04, DR DRC count=0, gpl congestion=between 0.9 and 1, Setup crit start kind=primary input, max_cap viols=0, vias=about 160k, Post-CTS Resized=0, kind of end point of the critical path=flop, chip width=1.03 mm, Placed Instance Area=336000 um2, number of port buffers=29, Synth area leaders=edfxtp_1 (78%), mux2i_1 (8.5%), mux4_2 (4.9%), Main synth FF type=edfxtp_1, Worst-path clk slew=0.06 ns, post-route antenna net violation count=0, Syn-to-layout area delta=14.2%, Registers, synthesis=8200, f_max=59.1 MHz, Final setup viols=0, clock sink total=8200, design area=roughly 360000 um2, Max H-tree Level=6, worst hold path class=flop to flop, Die Size=1060000 um2, Ports=30, grt ovf=0, DRC marker count from the first detailed-route iteration=11437, Tot GR Track Use=18.0%, sequential share of the synthesized area=77.8%, dpl ws=32.87 ns, first-pass GRT wire length=1280 mm, drt total wl=between 900 and 1000 mm, clk buf depth=4, Die Y=1.03 mm, initial antenna violation count=84, Crit Path Max Fanout=71, total CTS buffers=a little over 800, Peak VDD IR=0.0358 mV, fraction of registers with async set/reset=0%, Mapped Cells=16787, overall power=13.7 mW, hpwl dp=567 mm
==> through the flow <==
step                hold WS (ns)  std cells
finish                      1.19      32272
global placement            1.14      30507
floorplan                  0.853      16787
CTS                         1.20      31990
detailed placement          1.17      30508
global route                1.26      32062
==> cell families after synthesis <==
logic type | count (synthesis) | share of synthesized area (%)
compound gates | 1858 | 3.84
buf+inv | 1088 | 1.65
simple gates | 2218 | 3.10
mux | 3423 | 13.6
flops | 8200 | 77.8
==> sequential cells by signal, indices dropped and copies added (netlist names) <==
name,count
dout,8
ram,8192
==> path summary, 6_finish.rpt <==
path	endpoint	slack, ns	cells after the start
worst max-delay path	dout[7]$_DFFE_PP_	33.97	16
worst max register to register	dout[7]$_DFFE_PP_	46.95	8
worst min-delay path	dout[5]$_DFFE_PP_	1.19	7
worst min register to register	dout[5]$_DFFE_PP_	1.19	7
==> cells in the mapped netlist, types with 7 or more instances <==
master	number
nor4_1	241
o21ai_0	214
a311oi_1	9
buf_1	96
a221oi_2	7
buf_4	36
mux2i_1	2701
a22oi_1	181
nand3b_1	12
a2111oi_0	8
o211ai_1	19
buf_6	34
nand4b_1	9
nand4_1	32
o22a_1	7
mux4_1	8
a21oi_1	21
edfxtp_1	8200
mux2_2	20
nand3_1	145
o21a_1	12
nor3_1	145
mux4_2	694
and4b_1	7
and3_1	9
a31oi_1	56
o2111ai_1	25
buf_2	480
clkbuf_8	7
nor2_1	1301
clkbuf_1	425
o221ai_1	15
a22o_1	36
o22ai_1	1130
a211oi_1	70
nand2_1	249
a32o_1	7
o31ai_1	7
or3_1	18
==> cell type report <==
| cell class | instances | area (um2) |
|---|---|---|
| fill | 96972 | 692000 |
| sequential | 8200 | 246000 |
| multi-input combinational | 7499 | 65600 |
| clock buffer | 1008 | 21100 |
| tap | 14023 | 17500 |
| timing repair buffer | 783 | 6380 |
| clock inverter | 474 | 3750 |
| antenna | 282 | 706 |
| inverter | 3 | 11.3 |
==> layout by cell type, fill, tap and decap left out, drive strengths merged, types with 28 or more instances in the layout <==
| master | instances |
|---|---|
| a31oi | 56 |
| buf | 772 |
| o22ai | 1130 |
| clkinv | 409 |
| a22oi | 181 |
| inv | 28 |
| edfxtp | 8200 |
| nand3 | 145 |
| clkbuf | 1008 |
| nor3 | 145 |
| a22o | 36 |
| mux2i | 2701 |
| mux4 | 702 |
| a211oi | 76 |
| o21ai | 214 |
| bufinv | 31 |
| diode | 282 |
| nand2 | 249 |
| nor2 | 1301 |
| nand4 | 33 |
| nor4 | 242 |
==> power by group through the flow <==
stage | Clock (mW) | Sequential, mW | Combinational, mW
after CTS | 5.71 | 7.43 | 0.600
after global routing | 5.97 | 7.43 | 0.634
final | 5.64 | 7.44 | 0.599
==> routing by layer <==
metal | global-route usage [%] | vias to the layer above | part of all wire (%)
met1 | 18.7 | 81770 | 31
met4 | 7.40 | 105 | 5.0
li1 | - | 69660 | -
met3 | 15.4 | 1695 | 18
met5 | 0.814 | - | 0.25
met2 | 26.1 | 9501 | 45
==> critical path, cell delays in order <==
cell	delay, ns
buf_16	0.30
buf_4	0.55
buf_4	0.61
buf_4	0.62
buf_4	0.57
buf_4	0.54
buf_4	0.57
buf_4	0.59
buf_4	0.62
mux2i_1	0.26
o22ai_1	0.13
nor4_1	0.40
nand3_1	0.28
nand4_1	0.40
o211ai_1	0.30
or4_1	0.57
Power and IR drop assume default switching activity.
